`flow/run.sh`:
```
#!/bin/bash
# OpenROAD 26Q1-2900-gdf79404cd8, Yosys 0.63+post, stock flow scripts
make -C /OpenROAD-flow-scripts/flow DESIGN_CONFIG=/design/flow/config.mk WORK_HOME=/design/flow/orfs finish
```
`flow/config.mk`:
```
export PLATFORM = sky130hd
export DESIGN_NAME = SevenSegment
export DESIGN_NICKNAME = SevenSegment
export VERILOG_FILES = /design/flow/design.v
export SDC_FILE = /design/flow/constraint.sdc
export NUM_CORES = 4
export LEC_CHECK = 1
export CORE_UTILIZATION = 30
```
`flow/constraint.sdc`:
```
current_design SevenSegment

set clk_period 4.8
set clk_io_pct 0.2

create_clock -name clk0 -period $clk_period [get_ports {CLK}]

set non_clock_inputs [all_inputs -no_clocks]
set_input_delay [expr $clk_period * $clk_io_pct] -clock clk0 $non_clock_inputs
set_output_delay [expr $clk_period * $clk_io_pct] -clock clk0 [all_outputs]
```
`flow/design.v`:
```
`timescale 1ns / 1ps
module BCD(
    input [15:0] HEX,
    output logic [3:0] THOUSANDS,
    output logic [3:0] HUNDREDS,
    output logic [3:0] TENS,
    output logic [3:0] ONES
    );
    int i;
    always_comb begin
        THOUSANDS = 4'h0;
        HUNDREDS = 4'h0;
        TENS = 4'h0;
        ONES = 4'h0;
        for (i=15; i>=0; i=i-1) begin
            if (THOUSANDS >= 5)
                THOUSANDS = THOUSANDS + 3;
            if (HUNDREDS >= 5)
                HUNDREDS = HUNDREDS + 3;
            if (TENS >= 5)
                TENS = TENS + 3;
            if (ONES >= 5)
                ONES = ONES + 3;
            THOUSANDS = {THOUSANDS[2:0],HUNDREDS[3]};
            HUNDREDS = {HUNDREDS[2:0],TENS[3]};
            TENS = {TENS[2:0],ONES[3]};
            ONES = {ONES[2:0],HEX[i]};
       end
   end
endmodule
`timescale 1ns / 1ps
module CathodeDriver(
    input CLK,                   
    input [15:0] HEX,
    output logic [7:0] CATHODES,
    output logic [3:0] ANODES
    );
    logic s_clk_500 = 1'b0;              
    logic [1:0] r_disp_digit = 2'b00;    
    logic [19:0] clk_div_counter = 20'h00000;
	always_ff @(posedge CLK) begin
        clk_div_counter = clk_div_counter + 1;
        if ( clk_div_counter == 20'h186A0) begin      
            clk_div_counter = 20'h00000;
            s_clk_500 = ~s_clk_500;          
        end
    end
    always_ff @(posedge s_clk_500) begin
        case (r_disp_digit)
            2'b00: begin
                ANODES= 4'b1110;
                case (HEX[3:0])
                    4'b0000: CATHODES = 8'b10000001;  
                    4'b0001: CATHODES = 8'b11001111;  
                    4'b0010: CATHODES = 8'b10010010;  
                    4'b0011: CATHODES = 8'b10000110;  
                    4'b0100: CATHODES = 8'b11001100;  
                    4'b0101: CATHODES = 8'b10100100;  
                    4'b0110: CATHODES = 8'b10100000;  
                    4'b0111: CATHODES = 8'b10001111;  
                    4'b1000: CATHODES = 8'b10000000;  
                    4'b1001: CATHODES = 8'b10001100;  
                    4'b1010: CATHODES = 8'b10001000;  
                    4'b1011: CATHODES = 8'b11100000;  
                    4'b1100: CATHODES = 8'b10110001;  
                    4'b1101: CATHODES = 8'b11000010;  
                    4'b1110: CATHODES = 8'b10110000;  
                    4'b1111: CATHODES = 8'b10111000;  
                    default: CATHODES = 8'b11111111;  
                endcase
            end
            2'b01: begin
                ANODES= 4'b1101;
                case (HEX[7:4])
                    4'b0000: CATHODES = 8'b10000001;
                    4'b0001: CATHODES = 8'b11001111;
                    4'b0010: CATHODES = 8'b10010010;
                    4'b0011: CATHODES = 8'b10000110;
                    4'b0100: CATHODES = 8'b11001100;
                    4'b0101: CATHODES = 8'b10100100;
                    4'b0110: CATHODES = 8'b10100000;
                    4'b0111: CATHODES = 8'b10001111;
                    4'b1000: CATHODES = 8'b10000000;
                    4'b1001: CATHODES = 8'b10001100;
                    4'b1010: CATHODES = 8'b10001000;  
                    4'b1011: CATHODES = 8'b11100000;
                    4'b1100: CATHODES = 8'b10110001;
                    4'b1101: CATHODES = 8'b11000010;
                    4'b1110: CATHODES = 8'b10110000;
                    4'b1111: CATHODES = 8'b10111000;
                    default: CATHODES = 8'b11111111;  
                endcase
            end
            2'b10: begin
                ANODES= 4'b1011;
                case (HEX[11:8])
                    4'b0000: CATHODES = 8'b10000001;
                    4'b0001: CATHODES = 8'b11001111;
                    4'b0010: CATHODES = 8'b10010010;
                    4'b0011: CATHODES = 8'b10000110;
                    4'b0100: CATHODES = 8'b11001100;
                    4'b0101: CATHODES = 8'b10100100;
                    4'b0110: CATHODES = 8'b10100000;
                    4'b0111: CATHODES = 8'b10001111;
                    4'b1000: CATHODES = 8'b10000000;
                    4'b1001: CATHODES = 8'b10001100;
                    4'b1010: CATHODES = 8'b10001000;  
                    4'b1011: CATHODES = 8'b11100000;
                    4'b1100: CATHODES = 8'b10110001;
                    4'b1101: CATHODES = 8'b11000010;
                    4'b1110: CATHODES = 8'b10110000;
                    4'b1111: CATHODES = 8'b10111000;
                    default: CATHODES = 8'b11111111;  
                endcase
            end
            2'b11: begin
                ANODES= 4'b0111;
                case (HEX[15:12])
                    4'b0000: CATHODES = 8'b10000001;
                    4'b0001: CATHODES = 8'b11001111;
                    4'b0010: CATHODES = 8'b10010010;
                    4'b0011: CATHODES = 8'b10000110;
                    4'b0100: CATHODES = 8'b11001100;
                    4'b0101: CATHODES = 8'b10100100;
                    4'b0110: CATHODES = 8'b10100000;
                    4'b0111: CATHODES = 8'b10001111;
                    4'b1000: CATHODES = 8'b10000000;
                    4'b1001: CATHODES = 8'b10001100;
                    4'b1010: CATHODES = 8'b10001000;  
                    4'b1011: CATHODES = 8'b11100000;
                    4'b1100: CATHODES = 8'b10110001;
                    4'b1101: CATHODES = 8'b11000010;
                    4'b1110: CATHODES = 8'b10110000;
                    4'b1111: CATHODES = 8'b10111000;
                    default: CATHODES = 8'b11111111;  
                endcase
            end
            default: begin       
                ANODES = 4'hF;
                CATHODES = 8'hFF;
                r_disp_digit = 2'b00;
            end
        endcase
        r_disp_digit = r_disp_digit + 1;
    end
endmodule
`timescale 1ns / 1ps
module SevenSegment(
    input CLK,               
    input MODE,              
    input [15:0] DATA_IN,
    output [7:0] CATHODES,   
    output [3:0] ANODES      
    );
    logic [15:0] BCD_Val;
    logic [15:0] Hex_Val;
    BCD BCDMod (.HEX(DATA_IN), .THOUSANDS(BCD_Val[15:12]),
                .HUNDREDS(BCD_Val[11:8]), .TENS(BCD_Val[7:4]),
                .ONES(BCD_Val[3:0]));
    CathodeDriver CathMod (.HEX(Hex_Val), .CLK(CLK), .CATHODES(CATHODES),
                            .ANODES(ANODES));
    always_comb begin
        begin
            if (MODE == 1'b1)
                Hex_Val = BCD_Val;
            else
                Hex_Val = DATA_IN;
        end
    end
endmodule
```
==> results.tsv <==
stage	metric	value	unit
run_status	status	finished clean	
clocking	clock-pin slew on the worst setup and hold paths	50	ps
layout	Flop area	691	um2
clocking	cts repair resizes	0	
logic_synthesis	top cells, area	ha_1, dfxtp_1, nor2_1	
place	dpl ws	2120	ps
layout	Finished Cell Area	8670	um2
logic_synthesis	Netlist Area Pre-Place	8120	um2
global_route	antenna violations before repair	0	
global_route	GRT Resource Usage Total	0.144	
global_route	vias in the first global route	7227	
layout	Gate Area	6840	um2
logic_synthesis	AND-OR/OR-AND Cells, Area Fraction	0.374	
place	placed wire-length estimate	15600	um
setup_path	CP cell instances	nand3_1 > nor2_1 > nand3_1 > nor2_1 > xor2_1 > nor4b_1 > nor4bb_1 > buf_4	
logic_synthesis	syn avg cell area	7.19	um2
die	row count	59	
layout	final cell count without fillers	1447	
clocking	CTS tree	built	
die	chip width	166	um
timing	RSZ-0062 raised after global routing	false	
route	final WL	19900	um
setup_path	crit path max fanout	7	
timing	final worst slack	2120	ps
global_route	Overflow after GRT	0	
setup_path	CP peak stage delay	550	ps
flow_run	OpenROAD warning count	56	
logic_synthesis	fa+ha+maj area frac	0.100	
setup_path	slowest cell on the critical path	nor4bb_1	
layout	FILL cells	2782	
timing	post-layout minimum cycle time	2680	ps
logic_synthesis	EDFF count, synth	1	
route	Avg WL per Cell	13.8	um
place	Post-DP Area	8590	um2
setup_path	Crit Path Category	reg -> reg	
route	DRC	0	
timing	Rel. slew slack	0.366	
logic_synthesis	top cell type's share of synthesized area	0.0987	
logic_synthesis	Post-Synthesis Cells	1129	
clocking	CTS H-Tree Depth	1	
timing	crit share post-route	0.559	
timing	final hold violations	0	
timing	slew of the pin with the lowest slew margin	951	ps
clocking	cts bufs inserted	3	
route	Via Count	8256	
logic_synthesis	Synth Seq Share	0.0851	
timing	clk_skew	3.46	ps
timing	setup TNS	0	ps
logic_synthesis	Ys Warns	3	
place	Port Buf Inserts	28	
place	GPL Wtd Cong	0.895	
clocking	clock latency (worst-skew pair)	250	ps
timing	max frequency	373	MHz
timing	register pins left without a clock	13	
logic_synthesis	mux frac, synth	0.0533	
logic_synthesis	Dominant Register Cell	dfxtp_1	
route	antenna-violating nets left	0	
hold_path	worst min path class	reg -> reg	
die	Die H	166	um
route	1st-pass router iterations	5	
logic_synthesis	Top logic family	AND-OR/OR-AND gates	
setup_path	Crit. End Element	register	
setup_path	cell family with most CP delay	simple AND/OR/NAND/NOR gates	
logic_synthesis	asr flop ratio synth	0	
setup_path	Crit path arrival time	2640	ps
route	initial DRC count	622	
logic_synthesis	ys cells	1129	
flow_run	maxcap violations	0	
timing	endpoints left unconstrained	24	
logic_synthesis	Yosys top cell by area	ha_1	
timing	Final Setup Violations	0	
clocking	CTS Root Buffer Type	clkbuf_16	
place	dpl cells	1443	
route	DR vias/cell	5.71	
logic_synthesis	XOR/XNOR Area Share	0.0489	
route	diode count	0	
logic_synthesis	ys flops	34	
global_route	first-pass GRT wire length	34500	um
die	chip footprint	27700	um2
clocking	# hold bufs at CTS	0	
layout	layout cells sized above 1	0.0764	
timing	Final Max Slew Viols	0	
setup_path	WP buf/inv	1	
clocking	postcts setup bufs	0	
logic_synthesis	distinct lib cells	118	
logic_synthesis	area reported by Yosys stat	8120	um2
layout	Area Growth Syn to Fin	6.80	%
global_route	pin count of the biggest net entering global routing	29	
clocking	Clock Path Buffers	2	
setup_path	CP Launch Type	register	
die	fp util	0.309	
setup_path	Worst Path Required	4760	ps
die	io pins	30	
die	Core Region	26300	um2
logic_synthesis	AND/OR/NAND/NOR Cells, Area Fraction	0.266	
==> per-layer routing <==
metal / vias up / routed length, um / track usage
met1: 3753 / 10300 / 0.225
met2: 179 / 8880 / 0.230
met3: 8 / 593 / 0.00339
met4: 0 / 167 / 0.0117
met5: - / 0 / 0
li1: 4316 / - / -
==> layout by cell type, fill, tap and decap left out, types with 14 or more instances in the layout <==
master,Yosys,routed
a21o_1,15,15
xnor2_1,24,24
dfxtp_1,33,33
clkdlybuf4s50_1,0,28
nor3_1,41,41
nor2_1,103,103
a211oi_1,14,14
mux2i_1,29,29
nand2_1,87,87
ha_1,64,64
inv_1,79,79
and3_1,19,19
o211ai_1,29,29
nand3_1,50,50
a31oi_1,24,24
a21oi_1,59,59
o21ai_0,49,49
==> through the flow <==
stage / hold WS, ps / util
global placement: 442 / 0.327
floorplan: 425 / -
global route: 463 / 0.330
finish: 446 / 0.330
CTS: 453 / 0.330
detailed placement: 440 / 0.327
==> worst paths after layout <==
| check | startpoint | to | slack [ps] | cells after the start |
|---|---|---|---|---|
| max | CathMod.clk_div_counter[2] | CathMod.s_clk_500 | 2120 | 8 |
| min | CathMod.clk_div_counter[19] | CathMod.clk_div_counter[19] | 450 | 1 |
| max reg2reg | CathMod.clk_div_counter[2] | CathMod.s_clk_500 | 2120 | 8 |
| min reg2reg | CathMod.clk_div_counter[19] | CathMod.clk_div_counter[19] | 450 | 1 |
==> worst reg2reg max path, delay by kind of cell, from the launching register on <==
family | cells | cell delay, ps
XOR/XNOR | 1 | 130
buffers and inverters | 1 | 250
flip-flops | 1 | 380
AND/OR/NAND/NOR | 6 | 1640
==> synth_stat cells, drive strengths merged (6+ instances only) <==
cell	number
a221oi	14
nand4	14
or3	14
nor4	15
or4	8
dfxtp	33
a31oi	24
o21ai	60
o2111ai	9
o211ai	30
xor2	10
a21o	17
nand2	89
clkbuf	33
nor2	108
a311oi	8
a211oi	18
xnor2	28
mux2	9
o211a	8
o221ai	9
and2	11
o32ai	9
a221o	7
mux2i	32
a32o	6
and3	19
inv	82
or2	11
buf	22
nor3	42
ha	64
nor2b	8
o21a	10
nand3	51
o22ai	11
a21oi	64
nand2b	9
o31ai	12
==> logic make-up (layout without fill, tap and decap cells) <==
kind of cell,after synthesis,after routing
other,1,1
muxes,41,41
buffers and inverters,139,122
and+or+nand+nor,423,423
adders and majority gates,65,65
DFF,34,34
xor gates and xnor gates,39,39
AOI/OAI and AO/OA,387,387
==> sequential cells by signal, indices dropped and copies added (netlist names) <==
register and count:
CathMod.ANODES 4, CathMod.CATHODES 7, CathMod.clk_div_counter 20, CathMod.r_disp_digit 2, CathMod.s_clk_500 1
==> cell type report <==
class                           instances  area share
Clock buffer                            4     0.00909
Sequential cell                        34      0.0797
Inverter                               84      0.0364
Multi-Input combinational cell        956       0.789
Tap cell                              335      0.0484
Timing Repair Buffer                   34      0.0375
