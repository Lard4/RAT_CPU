## ./design.v

```verilog
`timescale 1ns / 1ps
module RegisterFile(
    input [7:0] DIN,
    input [4:0] ADRX, ADRY,
    input RF_WR,
    input CLK,
    output [7:0] DX_OUT, DY_OUT
    );
    logic [7:0] memory [0:31];
    initial begin
        int i;
        for (i = 0; i < 32; i++)
            memory[i] = 32'd0;
    end
    always_ff @(posedge CLK) begin
        if (RF_WR)
            memory[ADRX] <= DIN;
    end
    assign DX_OUT = memory[ADRX];
    assign DY_OUT = memory[ADRY];
endmodule
```

## ./run.sh

```bash
#!/bin/bash
# OpenROAD 26Q1-2900-gdf79404cd8, Yosys 0.63+post, stock flow scripts
make -C /OpenROAD-flow-scripts/flow DESIGN_CONFIG=/design/flow/config.mk WORK_HOME=/design/flow/orfs finish
```

## ./config.mk

```make
export PLATFORM = sky130hd
export DESIGN_NAME = RegisterFile
export DESIGN_NICKNAME = RegisterFile
export VERILOG_FILES = /design/flow/design.v
export SDC_FILE = /design/flow/constraint.sdc
export NUM_CORES = 4
export LEC_CHECK = 1
export CORE_UTILIZATION = 40
```

## ./constraint.sdc

```tcl
current_design RegisterFile

set clk_period 2.5
set clk_io_pct 0.2

create_clock -name clk0 -period $clk_period [get_ports {CLK}]

set non_clock_inputs [all_inputs -no_clocks]
set_input_delay [expr $clk_period * $clk_io_pct] -clock clk0 $non_clock_inputs
set_output_delay [expr $clk_period * $clk_io_pct] -clock clk0 [all_outputs]
```

==> run_results.csv <==
group,metric,value,unit
worst_setup_path,critPathKind,"primary input to output port",
worst_setup_path,worstPathMaxFanout,5,
sta,rsz0062_at_grt,"true",
cells_and_area,fin_util,51.4,%
sta,period_minus_slack,2880,ps
hold_path,hold_class,"primary input to flip-flop",
hold_path,min_from,"DIN[7]",
synth,ys_sh_simple,2.70,%
grt,grt_pass1_vias,7573,
hold_path,hold_path_end,"memory[4][7]",
flow_run,maxCapViolCount,0,
synth,ys_sh_xor,0,%
grt,grt.overflow.total,0,
routing,drc_errors,0,
flow_run,warnings,27,
clock_tree,numCtsBuffers,27,
cells_and_area,areaGrowthSynthToFinish,25.9,%
grt,antenna_found_initial,0,
synth,top_area_share,65.3,%
routing,first_pass_iters,4,
cells_and_area,largest_reg_flops,256,
synth,numSynthFlops,256,
synth,ys_warn_count,1,
placement,pre_cts_ws,-729,ps
synth,syn-cell-area,11800,um2
synth,yosys.area.top_type,"edfxtp_1",
synth,top_cell,"edfxtp_1",
sta,slew_headroom,75.4,%
routing,vias_per_cell,5.85,
sta,hold_viol,0,
outcome,status,"finished, violations left",
synth,netlist_instances,543,
sta,clock.fmax,347,MHz
pwr,power_density,624,nW/um2
synth,avgSynthCellArea,21.7,um2
sta,setup_viol,14,
outcome,violations,"negative setup slack",
synth,synth.area.top_cells,"edfxtp_1 65%, mux4_2 28%, a22oi_1 2.0%",
cells_and_area,drive_gt1_share,52.6,%
grt,use_met2,37.1,%
synth,synthTopLogicFamily,"multiplexers",
synth,flop_cell,"edfxtp_1",
sta,setup_ws,-381,ps
routing,routed_wirelength,31600,um
cells_and_area,largestRegisters,"memory: 256 flops",
synth,mux_share,28.3,%
routing,num_vias,6522,
floorplan,die_area,30100,um2
routing,drt-initial-drc-count,395,
synth,synthAdderAreaFrac,0,%
routing,antenna_left,0,
sta,tightest_slew,368,ps
synth,yosysSeqAreaShare,65.3,%
worst_setup_path,cp-start-kind,"primary input",
synth,ys_area,11800,um2
clock_tree,cts_buffer_depth,3,
floorplan,fp_util,40.8,%
clock_tree,clkTransAtPathRegs,60,ps
routing,antenna_cells,0,
floorplan,die-width,174,um
worst_setup_path,arrival,2380,ps
synth,edf_count,256,
pwr,peakVddDrop,536,uV
grt,grt_pass1_wl,46900,um
floorplan,die_h,174,um
synth,yosys-top-cells-count,"256 x edfxtp_1, 144 x mux4_2, 33 x nor2_1",
pwr,total_leakage_power,4.91,nW
grt,grt_max_degree,37,
pwr,power.total,9.25,mW
clock_tree,root_buffer,"clkbuf_16",
grt,grtUsageMet3,15.9,%
grt,grt_util_all_layers,24.0,%
worst_setup_path,critPathRequiredTime,2000,ps
sta,slew_viol_final,0,
clock_tree,ctsHtreeMaxLevel,1,
placement,gp_congestion,0.918,
placement,dpl.hpwl,21400,um
hold_path,worstHoldPathCells,2,
placement,placed_area,13500,um2
floorplan,ios,36,
routing,wire_per_inst,28.4,um
synth,yosysCellCount,543,
cells_and_area,largest_register,"memory",
synth,aoi_share,2.04,%
clock_tree,cts_tree,"done",
synth,ys_async_sr_fraction,0,%
floorplan,rows,62,
cells_and_area,finish.instance_area,14800,um2
sta,finalCritPeriodShare,115,%
worst_setup_path,endpoint_kind,"output port",
grt,gr-usage-met1,29.5,%
synth,synth.distinct_cells,20,
clock_tree,cts_hold_buf,0,
grt,grt_busiest_layer,"met2",
floorplan,core,28900,um2
clock_tree,cts_sinks,256,
placement,portBuffers,35,
cell usage in the layout, fill, tap and decap left out, drive strengths merged:
cell | Yosys | routed
edfxtp | 256 | 256
nor3b | 3 | 3
and3b | 3 | 3
dlygate4sd2 | 0 | 1
nor2 | 33 | 33
nand4 | 8 | 8
buf | 25 | 167
nor3 | 1 | 1
clkdlybuf4s50 | 0 | 12
and3 | 1 | 1
nand3b | 5 | 5
a22oi | 32 | 32
clkdlybuf4s15 | 0 | 1
or3b | 3 | 3
mux2 | 8 | 8
mux4 | 144 | 144
or3 | 1 | 1
nand2 | 1 | 1
nand3 | 2 | 2
clkbuf | 17 | 35
bufbuf | 0 | 1
clkinv | 0 | 12
power by group:
group	total [mW]	switching, mW	leakage (nW)	internal (mW)
logic	1.01	0.459	2.24	0.547
clock network	3.44	1.50	0.364	1.94
registers	4.80	0.0217	2.31	4.78
total	9.25	1.98	4.91	7.27
per-stage QoR:
stage | std cells | setup TNS, ps | hold slack [ps]
detailed placement | 1034 | -11900 | 1350
finish | 1114 | -3220 | 815
floorplan | 543 | 0 | 599
global route | 1114 | -4040 | 824
global placement | 1034 | -11080 | 1340
CTS | 1096 | -3570 | 799
what timing repair did:
item                                    4_1_cts  5_1_grt
setup buffers                                13       18
resized                                     111       18
cloned                                        5        2
pin swaps                                    18       12
endpoints found under the setup margin       16       16
cells by family after synthesis:
| group | count (synthesis) |
|---|---|
| DFF | 256 |
| muxes | 152 |
| and+or+nand+nor | 61 |
| buffers and inverters | 42 |
| AOI/OAI and AO/OA | 32 |
cell type report:
type | instances | area (um2)
Tap cell | 384 | 480
Sequential cell | 256 | 7690
Clock inverter | 12 | 48.8
Clock buffer | 32 | 694
Timing Repair Buffer | 185 | 1870
Fill cell | 2254 | 14000
Multi-Input combinational cell | 245 | 4050
per-layer routing:
metal / part of all wire (%) / up-vias
li1: - / 2760
met1: 31 / 3293
met2: 51 / 426
met3: 15 / 43
met4: 2.4 / 0
met5: 0 / -
worst max path at each step:
stage / from / cells past startpoint / to
global route: memory[5][1] / 4 / DY_OUT[1]
CTS: memory[4][7] / 4 / DY_OUT[7]
finish: ADRY[0] / 8 / DY_OUT[7]
worst max-delay path: stages:
cell	delay, ps
buf_16	100
buf_12	130
buf_8	130
buf_4	110
mux4_2	510
mux4_2	480
mux2_4	290
buf_6	120
Power is estimated from default activity; no workload was simulated.
