[design/flow/config.mk]
export PLATFORM = sky130hd
export DESIGN_NAME = ScratchRam
export DESIGN_NICKNAME = ScratchRam
export VERILOG_FILES = /design/flow/design.v
export SDC_FILE = /design/flow/constraint.sdc
export NUM_CORES = 4
export LEC_CHECK = 1
export CORE_UTILIZATION = 30
[design/flow/constraint.sdc]
current_design ScratchRam

set clk_period 17.4
set clk_io_pct 0.2

create_clock -name clk0 -period $clk_period [get_ports {CLK}]

set non_clock_inputs [all_inputs -no_clocks]
set_input_delay [expr $clk_period * $clk_io_pct] -clock clk0 $non_clock_inputs
set_output_delay [expr $clk_period * $clk_io_pct] -clock clk0 [all_outputs]
[design/flow/design.v]
`timescale 1ns / 1ps
module ScratchRam(
    input [9:0] DATA_IN,
    input [7:0] SCR_ADDR,
    input SCR_WE, CLK,
    output [9:0] DATA_OUT
    );
    logic [9:0] memory [0:255];
    initial begin
        int i;
        for (i = 0; i < 256; i++)
            memory[i] = 10'd0;
    end
    always_ff @(posedge CLK) begin
        if (SCR_WE == 1)
            memory[SCR_ADDR] = DATA_IN;
    end
    assign DATA_OUT = memory[SCR_ADDR];
endmodule
[design/flow/run.sh]
#!/bin/bash
# OpenROAD 26Q1-2900-gdf79404cd8, Yosys 0.63+post, stock flow scripts
make -C /OpenROAD-flow-scripts/flow DESIGN_CONFIG=/design/flow/config.mk WORK_HOME=/design/flow/orfs finish
==> impl_metrics.py <==
# Physical implementation metrics
metrics = {
    "place": {
        "dp_cells": 8784,
        "port_buffers": 29,
        "dp_slack_ps": 4520,
        "hpwlAfterDp_mm": 142,
        "place_area_mm2": 0.105,
        "finalWeightedCongestion": 0.870,
    },
    "final_timing": {
        "max_freq_ghz": 0.0793,
        "finalClockPeriodUsage_pct": 72.5,
        "fin_ws_ps": 4790,
        "setup_viol": 0,
        "rsz0062_at_grt": "no",
        "fin_setup_tns_ps": 0,
        "hold_ws_ps": 3050,
        "max_slew_margin_pct": 16.5,
        "slew_violations": 0,
        "finalHoldViolCount": 0,
        "tightestPinTransition_ps": 1240,
        "period_minus_slack_ps": 12610,
    },
    "layout": {
        "num-fill-cells": 29200,
        "logic_area_mm2": 0.0194,
        "fin_util_pct": 35.1,
        "fin_cells": 9227,
        "final_cell_area_mm2": 0.113,
        "drive_above_1_share_pct": 28.8,
        "syn_to_final_growth_pct": 16.0,
        "largest_reg_flops": 2560,
        "regArea_mm2": 0.0769,
    },
    "power_and_ir_drop": {
        "cellPowerDensity_mw_per_mm2": 112,
        "pwr-share-seq_pct": 53.8,
        "clkPwrFrac_pct": 41.6,
        "cellLeakagePower_nw": 34.3,
        "vdd_drop_max_uv": 79.1,
        "p_sw_mw": 2.60,
        "p_comb_share_pct": 4.5,
        "power.total_mw": 12.6,
        "p_sw_share_pct": 20.6,
        "internal_power_mw": 10.0,
    },
    "route": {
        "drt-wirelength-per-cell_um": 25.9,
        "route.detailed.drc": 0,
        "wl_mm": 239,
        "vias_per_cell": 4.99,
        "vias": 46000,
        "firstDrtPassIters": 7,
        "drtIter0Drc": 3017,
        "ant_nets": 0,
    },
    "hold_path": {
        "hold_class": "in2reg",
    },
    "setup_path": {
        "cp_max_fo": 44,
        "crit_path_end_kind": "primary output",
        "path_common_cell": "buf_4",
        "cpPeakStageDelay_ps": 940,
        "cp-start-kind": "primary input",
        "cp_cell_sequence": "buf_8, buf_4, buf_4, buf_4, mux4_2, a22oi_1, a21oi_1, o41ai_1, buf_4, nand4_1, clkdlybuf4s50_1",
        "worst_ep_arrival_time_ps": 9130,
        "required_ps": 13920,
        "slowest_stage": "o41ai_1",
        "critical_path_class": "in2out",
    },
    "synth": {
        "yosys_cells": 4328,
        "syn_inst": 4328,
        "synth_chip_area_mm2": 0.0974,
        "synth_cell_types": 22,
        "ys_seq_share_pct": 78.9,
        "ys_ff": 2560,
        "synth_area_mm2": 0.0974,
        "yosysWarnings": 1,
        "syn_avg_cell_area_um2": 22.5,
    },
    "cts": {
        "cts.sinks": 2560,
        "cts_max_path_buffers": 3,
        "cts_made_buffers": 237,
        "path_clk_slew_ps": 60,
        "cts_root_buffer": "clkbuf_16",
        "cts_tree": "built",
        "cts_resized": 0,
        "htree_levels": 4,
        "cts_setup_buffers": 0,
        "hold_buffers": 0,
    },
    "floorplanning": {
        "core_area_mm2": 0.322,
        "die_h_um": 572,
        "initial_core_util_pct": 30.3,
        "ios": 30,
        "die_x_um": 572,
        "chip_area_mm2": 0.327,
        "rows": 208,
    },
    "status": {
        "status": "complete, no violations",
    },
    "global_route": {
        "grt_pass1_vias": 50800,
        "grtUsageTotal_pct": 15.8,
        "antenna_found_initial": 3,
        "grt_pass1_wl_mm": 349,
        "gr-total-overflow": 0,
        "grt_max_degree": 121,
    },
    "flow_run": {
        "cap_violations": 0,
        "warning_count": 35,
    },
}
==> synth_stat cells <==
master	number	area share [%]
nand2_1	28	0.11
buf_2	52	0.27
or2_2	2	0.013
nand4_1	10	0.064
buf_1	24	0.092
and2_1	2	0.013
buf_6	5	0.058
nor2b_1	7	0.045
inv_1	1	0.0038
nor3_1	30	0.15
mux4_2	640	15
edfxtp_1	2560	79
or3_1	1	0.0064
nor2_1	232	0.89
a21oi_1	160	0.82
buf_4	16	0.12
nand3_1	13	0.067
nand2b_1	6	0.039
clkbuf_1	178	0.69
o41ai_1	40	0.36
a22oi_1	320	2.5
and2_0	1	0.0064
==> metal layers <==
metal	share of wire [%]	track usage, %
met3	15	10.7
met4	3.1	3.78
met1	33	17.8
met5	0.058	0.294
met2	49	25.0
==> power groups by stage <==
stage     registers (mW)  clock network [mW]  logic, mW
5_1_grt             6.80                5.56      0.613
4_1_cts             6.80                5.35      0.585
6_report            6.80                5.26      0.572
==> final cells by class <==
cell class	instances	area share, %
Inverter	1	0.00332
Timing Repair Buffer	426	3.02
Clock buffer	271	5.40
Antenna cell	4	0.00886
Sequential cell	2560	68.0
Tap cell	4305	4.77
Clock inverter	168	1.61
Multi-Input combinational cell	1492	17.2
==> cell usage in the layout (no fill, tap or decap), types with 2 or more instances in the layout <==
master,instances
edfxtp_1,2560
mux4_2,640
buf_4,389
a22oi_1,320
clkbuf_16,239
nor2_1,231
a21oi_1,160
clkinv_2,57
clkinv_1,51
o41ai_1,40
bufinv_16,35
clkbuf_1,32
nor3_1,30
nand2_1,27
clkdlybuf4s50_1,17
buf_8,12
nand4_1,10
nand3_1,10
clkinvlp_4,8
buf_12,7
inv_6,6
nor2b_1,5
diode_2,4
nand2b_1,4
clkinv_4,4
nand3_2,3
clkinv_8,3
inv_16,3
nor2b_4,2
nand2b_2,2
or2_2,2
==> logic make-up (layout without fill, tap and decap cells) <==
group	Yosys count	in the layout	synth area share [%]
buffers and inverters	276	866	1.23
multiplexers	640	640	14.8
other	0	4	0
AND/OR/NAND/NOR	332	332	1.41
AND-OR/OR-AND	520	520	3.65
flip-flops	2560	2560	78.9
==> critical path: cells and delay by family <==
family	cells	cell delay [ps]
buffers and inverters	6	3170
AND-OR/OR-AND	3	1330
AND/OR/NAND/NOR	1	370
multiplexers	1	580
==> worst paths after layout <==
check / startpoint / slack [ps] / cells after the start / end
setup / recovery: SCR_ADDR[0] / 4790 / 11 / DATA_OUT[6]
hold / removal: DATA_IN[5] / 3050 / 1 / memory[64][5]$_DFFE_PP_
Power is estimated from default activity; no workload was simulated.
